### /design/flow/run.sh
#!/bin/bash
# OpenROAD 26Q1-2900-gdf79404cd8, Yosys 0.63+post, stock flow scripts
make -C /OpenROAD-flow-scripts/flow DESIGN_CONFIG=/design/flow/config.mk WORK_HOME=/design/flow/orfs finish
### /design/flow/config.mk
export PLATFORM = sky130hd
export DESIGN_NAME = Control
export DESIGN_NICKNAME = Control
export VERILOG_FILES = /design/flow/design.v
export SDC_FILE = /design/flow/constraint.sdc
export NUM_CORES = 4
export LEC_CHECK = 1
export CORE_UTILIZATION = 50
### /design/flow/constraint.sdc
current_design Control

set clk_period 6.3
set clk_io_pct 0.2

create_clock -name clk0 -period $clk_period [get_ports {clk}]

set non_clock_inputs [all_inputs -no_clocks]
set_input_delay [expr $clk_period * $clk_io_pct] -clock clk0 $non_clock_inputs
set_output_delay [expr $clk_period * $clk_io_pct] -clock clk0 [all_outputs]
### /design/flow/design.v
module Control(
	input 				clk,
	input 				rst,
	input [7:0]			data_RX,
	input 				valid_RX,
	input 				busy_TX,
	input 				frame_err,
	input 				parity_err,
	input 				overrun_err,
	output [7:0]		LCD_DB,
	output				LCD_RW,
	output				LCD_RS,
	output				LCD_EN,
	output				read_en,
	output				write_en,
	output [7:0]		data_TX,
	output				LED1,		 
	output				LED2,		 
	output				LED3		 
);
wire init_done;
wire delay_done;
wire lcd_ena;
wire [9:0] mem_data;
wire [16:0] val;
assign read_en = !busy_TX && init_done;
assign write_en = valid_RX; 
assign data_TX = data_RX;
assign LCD_DB = mem_data[7:0];
assign LCD_RW = mem_data[8];
assign LCD_RS = mem_data[9];
assign LCD_EN = lcd_ena;
assign LED1 = frame_err;
assign LED2 = parity_err;
assign LED3 = overrun_err;
delay_control	delay(
	.clk			(clk),
	.rst			(rst),
	.set			(start_delay),
	.value			(val),
	.done			(delay_done)
);
LCD_enable		enable(
	.clk			(clk),
	.rst			(rst),
	.start			(start_delay),
	.enable			(lcd_ena)
);
mem				mem(
	.clk			(clk),
	.rst			(rst),
	.rx_valid		(valid_RX),
	.set			(delay_done),
	.dataIn			(data_RX),
	.init_done		(init_done),
	.data_out		(mem_data),
	.start_delay	(start_delay),
	.value			(val)
);
endmodule
module LCD_enable(
	input 			clk,
	input 			rst,
	input 			start,
	output			enable
);
reg  [7:0]		cntr = 'd0;
wire [7:0]		cntr_ns;
wire			done;
assign cntr_ns = cntr + 'd1;
assign enable  = (cntr >= 'd2 && cntr <= 'd14);	 
assign done    = (cntr == 'd15);				 
always @(posedge clk)
		if (rst)
			cntr <= 7'd0;
		else if (start)
			cntr <= 7'd1;
		else if (|cntr) begin
			cntr <= cntr_ns;
			if(done) begin				 
				cntr <= 7'd0;
			end
		end
endmodule
module delay_control(
	input 				clk,
	input 				rst,
	input [16:0]		value,
	input 				set,
	output				done
);
reg  [16:0]	cntr;
always @(posedge clk) 
	if (rst) begin
		cntr <= 17'b1;
	end
	else begin
		if (set)
			cntr <= 'b1;
		else if (cntr == value) 
			cntr <= 'b0;
		else if (|cntr)				 
			cntr <= cntr + 'b1;		
	end	
assign done = (cntr == value);       
endmodule
module mem(
	input 				clk,
	input 				rst,
	input 				set,		 
	input [7:0]			dataIn,
	input				rx_valid,
	output [9:0]		data_out,
	output				init_done,
	output	[16:0]		value,
	output				start_delay
);
reg				hold;
reg				flag_delay;
reg				start_del;
reg	 [3:0]		state;
reg  [4:0]		counter;
wire [9:0]		instruction [8:0];
wire [4:0]		next_counter;
assign	instruction[0] = 10'h30;			 
assign	instruction[1] = 10'h30;			 
assign	instruction[2] = 10'h30;
assign	instruction[3] = 10'hd;
assign	instruction[4] = 10'h1;
assign	instruction[5] = 10'h6;
assign  instruction[6] = 10'b1000000000 + dataIn;	 
assign	instruction[7] = 10'h18;					 
assign	instruction[8] = 10'h1;						 
always @(posedge clk) begin
	state <= (dataIn == 'd13) ? 8 : state;		 
	counter <= (state == 8) ? 0 : counter;		 
	if (rst) begin
		state <= 3'd0;
		hold <= 0;			 
		start_del <= 0;
		counter <= 0;		 
		flag_delay <= 1;	 
	end
	else if (set) begin 
		flag_delay <= 0;
		state <= (state < 6) ? state+1 : (state == 8 ? 6 : state);
		if (hold) begin		 
			state <= 6;
			hold <= 0;
			counter <= counter+1;
			start_del <= 1;			 
			flag_delay <= 1;		 
		end
		else if (state == 6) begin
			if (rx_valid) begin
				if (counter != 16)
					counter <= next_counter;
				else if (counter == 16) begin	 
					state <= 7;
					counter <= 15;
					hold <= 1;
				end
				start_del <= 1;				 
				flag_delay <= 1;			 
			end
			else if (!rx_valid) begin		 
				start_del <= 0;
			end
		end
	end	
	else if (!set && (state == 6 || state == 8) && !flag_delay) begin
		state <= (state == 8) ? 6 : state;
		if(rx_valid) begin
			if (counter != 16)
				counter <= next_counter;
			else if (counter == 16) begin	 
				state <= 7;
				counter <= 15;
				hold <= 1;
			end
			start_del <= 1;				 
			flag_delay <= 1;			 
		end	
		else if(!rx_valid) begin		 
			start_del <= 0;
		end
	end
	else if(!rx_valid) begin			 
		start_del <= 0;
	end
end	
assign init_done = (state >= 6);		
assign next_counter = counter + 'b1;	
assign data_out = instruction[state];
assign value = (state == 3 || state == 8) ? 76000 : 2000;
assign start_delay = (state < 6) ? set : start_del;
endmodule
==> out/qor.yml <==
route.antenna.remaining_nets: 0
critPathLaunch: "valid_RX"
synth_chip_area_sq_mm: 0.002576
final.setup.worst_slack_ns: 2.338
final.period_utilization_pct: 62.89
layout_fillers: 436
max_slew.worst_pin.slew_ns: 0.7000
drt_iter0_markers: 114
setup_repair_after_global_routing_missed_its_margin: "no"
numCtsBuffers: 5
routedWlPerCell_um: 13.92
p_leak_uw: 0.001026
power.switching_uw: 156.4
critical_path_startpoint_category: "input pin"
synthesis.instances: 325
fp.dieArea_sq_mm: 0.005443
post_cts_resize_count: 0
critical-path-top-delay-family: "buffers and inverters"
endpoint: "write_en"
cellInternalPower_uw: 425.1
yosys_register_bits: 37
clock_tree.htree_level_count: 2
final_replace_weighted_congestion: 0.8432
power.sequential.fraction_pct: 45.5
rows: 25
post_synth.cell_area_avg_sq_um: 7.927
cts_setup_buffers: 0
synthDistinctLibCells: 63
status: "complete, no violations"
maxSlewViolCount: 0
yosys_most_used_dff: "dfxtp_1"
num_io_pins: 39
p_clk_share_pct: 37.7
placement.io_buffers: 31
switching_share_pct: 26.90
powerDensity_mw_per_mm2: 198.2
route.vias.total: 2288
worst_hold_path_type: "reg -> reg"
final_design_area_no_fill_sq_mm: 0.002934
worst_path_most_repeated_cell: "clkdlybuf4s50_1"
antenna_cells_inserted: 0
via_count_normalized_by_instance_count: 5.649
via_count_of_the_first_global_routing_pass: 2109
layout-drive-gt1-share_pct: 6.509
clock-skew-final_ns: 0.003163
required_ns: 5.04
core-area_sq_mm: 0.004848
warnings: 34
max_slew_headroom_pct: 53.19
crit_path_slowest_cell: "clkdlybuf4s50_1"
setup_violations: 0
placed_cell_areas_sq_mm: 0.002814
grt_pass1_wl_um: 9873
global_route.usage.total_pct: 23.47
drt_first_pass_iters: 4
ir_worst_vdd_mv: 0.1333
globalRouteOverflowTotal: 0
drcViolationCount: 0
yosys_warnings: 4
critPathArrivalTime_ns: 2.70
r2r.worst_path.cells: 7
cts_root_buf: "clkbuf_8"
synthArstFlopShare_pct: 0
grt_start_max_net_pins: 21
die_w_um: 73.78
worst-path-max-fanout: 18
yosys_cells: 325
holdBufCountCts: 0
fp_util_pct: 53.14
worst_path_largest_cell_delay_ns: 0.86
ys_seq_share_pct: 28.75
die_y_um: 73.78
logic_area_sq_mm: 0.001612
crit_path_end_kind: "output pin"
crit_chain: "clkdlybuf4s50_1, clkdlybuf4s50_1"
period_needed_ns: 3.962
clk_transition_reported_paths_ns: 0.08
fmaxAchievable_mhz: 252.4
final_hold_viol_count: 0
drt_wl_total_um: 5636
max_cap_viols: 0
clock_path_buffers: 2
r2r_slack_ns: 3.69
clock_tree_from_tritoncts: "yes"
gate_power_share_pct: 16.8
enable_flop_cells: 0
critical_path.n_buffers_inverters: 2
hpwlAfterDp_um: 3933
tritoncts_num_sinks: 37
place_ws_ns: 2.373
cell_count_along_the_critical_path: 2
reg2reg_from: "mem.state[1]"
timing.rr.end: "mem.counter[3]"
final-seq-area_sq_um: 740.7
synth_area_sq_mm: 0.002576
whs_ns: 0.5244
grt_antenna_before_repair: 0
critPathKind: "in -> out"
layout-area-overhead-vs-synth_pct: 13.89
clock_insertion_delay_worst_skew_ns: 0.29
setup_tns_ns: 0
final_core_util_pct: 60.52
-- layer usage --
| metal | part of all wire, % | track usage [%] | routed length (um) | vias to the layer above |
|---|---|---|---|---|
| met5 | 0 | 0 | 0 | - |
| met4 | 0.75 | 1.709 | 42 | 0 |
| met3 | 6.5 | 3.883 | 369 | 6 |
| met2 | 41 | 34.45 | 2317 | 59 |
| met1 | 52 | 38.38 | 2907 | 1043 |
| li1 | - | - | - | 1180 |
-- cell families (layout without fill, tap and decap cells) --
family / after synthesis / in the layout / share of synthesized area (%)
other: 1 / 1 / 0.1456
AND-OR/OR-AND: 70 / 70 / 19.87
multiplexers: 6 / 6 / 2.428
flip-flops: 37 / 37 / 28.75
AND/OR/NAND/NOR: 134 / 134 / 26.61
buffers and inverters: 42 / 55 / 8.694
XOR/XNOR: 24 / 24 / 8.159
adder cells (fa/ha/maj): 11 / 11 / 5.342
-- final cells by class --
| class | count | share of cell area, % |
|---|---|---|
| multi-input combinational | 246 | 54.93 |
| sequential | 37 | 25.25 |
| tap | 67 | 2.857 |
| inverter | 14 | 1.791 |
| clock buffer | 6 | 2.815 |
| clock inverter | 2 | 1.279 |
| timing repair buffer | 33 | 11.09 |
-- metrics by stage --
step	instances	total power, uW
3_5_place_dp	397	367.4
6_report	405	581.6
3_3_place_gp	397	366.7
2_1_floorplan	325	339.7
5_1_grt	405	612.5
4_1_cts	405	588.4
-- flip-flops by register name, summed over array words and instances (netlist names) --
signal and count:
mem.hold 1, enable.cntr 8, mem.counter 5, delay.cntr 17
mem.start_del 1, mem.flag_delay 1, mem.state 4
-- how the worst min path moves through the flow --
stage,to,start,slack [ns],cells past startpoint
after CTS,enable.cntr[7],enable.cntr[7],0.53,2
after global routing,enable.cntr[7],enable.cntr[7],0.58,2
final,enable.cntr[7],enable.cntr[7],0.52,2
-- power by group through the flow --
stage	clock [uW]	combinational (uW)	sequential, uW
final	219	97.5	265
after global routing	234	111	267
after CTS	225	98.1	265
-- cell usage after synthesis (all sizes together) (2+ instances only) --
master | number | share of area, %
nand3b | 2 | 0.58
or3 | 3 | 0.73
a311oi | 4 | 1.4
a221o | 3 | 1.2
clkbuf | 10 | 1.5
mux2 | 2 | 0.87
a21oi | 18 | 3.5
a211oi | 4 | 1.2
o2111ai | 2 | 0.68
nor2 | 38 | 5.5
o41ai | 2 | 0.97
a21o | 4 | 1.2
or4 | 2 | 0.73
o21ai | 10 | 2.1
nand4b | 2 | 0.68
a31oi | 2 | 0.49
mux2i | 4 | 1.6
buf | 18 | 5.2
o211ai | 5 | 1.5
xnor2 | 7 | 2.4
nand2 | 32 | 4.7
nor3 | 10 | 1.9
a2111oi | 2 | 1.2
nor2b | 5 | 1.2
nor4 | 6 | 2.0
xor2 | 17 | 5.8
nand3 | 15 | 2.9
ha | 11 | 5.3
inv | 13 | 1.9
a22oi | 2 | 0.58
and2 | 4 | 0.97
nand4 | 4 | 0.97
and3 | 4 | 1.1
dfxtp | 37 | 29
-- worst register-to-register path: stages (launching register included) --
cell      delay, ns
dfxtp_1        0.38
inv_1          0.12
ha_1           0.22
nand3b_1       0.46
a21oi_1        0.65
nand2_1        0.22
a221o_1        0.36
a21oi_1        0.13
-- cells in the final DEF, fill, tap and decap left out, drive strengths merged, types with 5 or more instances in the layout --
| cell type | n |
|---|---|
| nor2 | 38 |
| dfxtp | 37 |
| nand2 | 32 |
| clkdlybuf4s50 | 31 |
| a21oi | 18 |
| xor2 | 17 |
| nand3 | 15 |
| inv | 13 |
| ha | 11 |
| nor3 | 10 |
| o21ai | 10 |
| xnor2 | 7 |
| clkbuf | 6 |
| nor4 | 6 |
| o211ai | 5 |
| nor2b | 5 |
No activity file was given, so power comes from the tool's default toggle rates.
