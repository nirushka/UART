==> /design/flow/design.v <==
module Delay_TX(
	input 				clk,
	input 				rst,
	input 				SW2,
	input 				set,
	output				done
);
reg	[12:0]	cntr;
reg [3:0]	bit_num;
always @(posedge clk) begin
	if (rst) begin
		cntr <= 13'b0;
	end
	else if (set) begin
		cntr <= 'b1;
		bit_num <= 0;
	end
	else if (cntr == (SW2 ? 434 : 5208) && bit_num != 11) begin
		cntr <= 13'b0;
		bit_num <= bit_num+1;
	end	
	else if (|cntr)					 
		cntr <= cntr + 'b1;
	if (bit_num == 11)
		cntr <= 13'b0;
end
assign done = (cntr == (SW2 ? 434 : 5208));		 
endmodule
module Frame_Gen(
	input 				clk,
	input 				rst,
	input [7:0]			data_in,
	input 				enable,		 
	input 				SW0,		 
	input 				SW1,		 
	input				delay_done, 
	output				done,		 
	output 				data_out,
	output				busy
);
reg[10:0]	data_edit;
reg			flag,flag_finish;
reg[3:0]	i;
reg			en_flag;
always @(posedge clk) begin
	data_edit[0] <= 1;
	data_edit[10] <= 0;
	if (enable) begin
		en_flag <= 1;
	end
	else if (!enable) begin
		en_flag <= 0;
	end
	if (rst) begin
		en_flag <= 0;
		i <= 'd11;
		flag_finish <= 1;
		flag <= 1;
	end
	else if (!flag && delay_done) begin
		if (i == 10) begin
			i <= 11;
			flag <= 1;
			flag_finish <= 1;
		end
		else
			i <= i+1;
	end
	else if (SW0 && flag && en_flag) begin	
		flag <= 0;
		flag_finish <= 0;
		data_edit[1] <= SW1 ? ^data_in : 1;
		data_edit[2] <= SW1 ? data_in[0] : ^data_in;
		data_edit[9:3] <= SW1 ? data_in[7:1] : data_in[6:0];
		i <= 0;
	end
	else if (!SW0 && flag && en_flag)begin
		flag <= 0;
		flag_finish <= 0;
		data_edit[1] <= 1 ;
		data_edit[2] <= SW1 ? data_in[0] : 1 ;
		data_edit[9:3] <= SW1 ? data_in[7:1] : data_in[6:0];
		i <= 0;
	end
end
assign data_out = (i == 11) ? 1 : data_edit[10-i];  	 			 
assign done = ((i == 0 || i == 11) && flag_finish) || delay_done;	 
assign busy = !flag_finish;											 
endmodule
module TX(
	input 				clk,
	input 				rst,
	input [7:0]			real_data_in,
	input 				write_en,
	input 				SW0,
	input 				SW1,
	input 				SW2,
	output				TX,
	output 				busy_out
);
wire 		FG_Data_Out;
wire 		FG_Done;
wire 		Delay_Done;
wire		busy;
wire [7:0]	data;
assign TX = FG_Data_Out;
assign busy_out = busy;
assign data[0] = SW1 ? real_data_in[7] : real_data_in[6];
assign data[1] = SW1 ? real_data_in[6] : real_data_in[5];
assign data[2] = SW1 ? real_data_in[5] : real_data_in[4];
assign data[3] = SW1 ? real_data_in[4] : real_data_in[3];
assign data[4] = SW1 ? real_data_in[3] : real_data_in[2];
assign data[5] = SW1 ? real_data_in[2] : real_data_in[1];
assign data[6] = SW1 ? real_data_in[1] : real_data_in[0];
assign data[7] = SW1 ? real_data_in[0] : 0;
Frame_Gen  Frame_Gen_mod(
	.clk		(clk),
	.rst		(rst),
	.data_in	(data),
	.enable		(write_en),
	.SW0		(SW0),
	.SW1		(SW1),
	.delay_done (Delay_Done),
	.done		(FG_Done),
	.data_out	(FG_Data_Out),
	.busy		(busy)
);
Delay_TX  Delay_TX_mod(
	.clk		(clk),
	.rst		(rst),
	.set		(FG_Done),
	.SW2		(SW2),
	.done		(Delay_Done)
);
endmodule
==> /design/flow/run.sh <==
#!/bin/bash
# OpenROAD 26Q1-2900-gdf79404cd8, Yosys 0.63+post, stock flow scripts
make -C /OpenROAD-flow-scripts/flow DESIGN_CONFIG=/design/flow/config.mk WORK_HOME=/design/flow/orfs finish
==> /design/flow/config.mk <==
export PLATFORM = sky130hd
export DESIGN_NAME = TX
export DESIGN_NICKNAME = TX
export VERILOG_FILES = /design/flow/design.v
export SDC_FILE = /design/flow/constraint.sdc
export NUM_CORES = 4
export LEC_CHECK = 1
export CORE_UTILIZATION = 40
==> /design/flow/constraint.sdc <==
current_design TX

set clk_period 2.9
set clk_io_pct 0.2

create_clock -name clk0 -period $clk_period [get_ports {clk}]

set non_clock_inputs [all_inputs -no_clocks]
set_input_delay [expr $clk_period * $clk_io_pct] -clock clk0 $non_clock_inputs
set_output_delay [expr $clk_period * $clk_io_pct] -clock clk0 [all_outputs]
==> flow_results.org <==
#+TITLE: Flow metrics

** Outcome
- Status :: finished, final reports clean

** Synthesis
- After synthesis, the largest family of logic cells by area is simple AND/OR/NAND/NOR gates.
- Synth Area in XOR/XNOR :: 9.70%
- The commonest register cell is sky130_fd_sc_hd__dfxtp_1.
- Count of unique library cells instantiated by Yosys :: 49
- The synthesized netlist has a Yosys-reported chip area of 0.00186 mm^2.
- In this run, synthesis inferred 13 flip-flops with an integrated enable.
- Cell accounting for the most synthesized area :: sky130_fd_sc_hd__edfxtp_1
- Yosys reported a register bit count of 32.
- Post-synth design cell area :: 0.00186 mm^2
- Number of standard cells reported by yosys :: 187
- YS warnings :: 2
- The top cell type by area accounts for 21.0% of the synthesized area.
- In the post-synthesis netlist, the biggest area contributors are sky130_fd_sc_hd__edfxtp_1, sky130_fd_sc_hd__dfxtp_1, sky130_fd_sc_hd__xnor2_1.
- Fraction of registers with async set/reset :: 0%
- Per the post-synthesis report, the number of cells in the design is 187.
- Adder and majority cell fraction of the synthesized area :: 4.04%
- Post-Synth AOI/OAI Area :: 10.3%
- Per the synthesis report, the simple-gate share of the synthesized area is 22.1%.
- Synthesized area per cell :: 9.93 um^2
- Sequential element share of the synthesized area :: 41.5%
- The portion of synthesized area spent on multiplexers is 5.93%.

** Cells and area
- Area growth syn-to-layout :: 17.2%
- After routing the design area is 0.00218 mm^2.
- Share of post-route cells with drive strength above 1 :: 16.3%
- By instance count after routing, the leading logic cell types are sky130_fd_sc_hd__dfxtp_1, sky130_fd_sc_hd__nor3_1, sky130_fd_sc_hd__xnor2_1.
- The top cell type in the final layout, fill and taps aside, is sky130_fd_sc_hd__dfxtp_1.
- Fill cell total of the finished layout :: 385
- Cells fill 49.3% of the core in the end.

** Route
- Total wire length after detailed routing :: 3660 um
- The violation tally recorded at the end of detailed-routing iteration 0 is 52.
- Across all layers, the routed design uses 1,413 vias.
- The detail route stage leaves a number of antenna-violating nets equal to 0.
- Number of optimization iterations in the first detailed-route pass :: 4
- Number of remaining DRC errors :: 0
- Per the detail_route report, inserted antenna diodes total 0.
- Routed length per placed instance :: 14.3 um
- Dividing the detail-routed via count by the number of cells gives 5.54.

** Floorplan
- Vert. Die Dim :: 70.1 um
- In the floorplan report the effective utilization is 42.1%.
- Core outline area :: 0.00441 mm^2
- The report lists the number of standard-cell rows as 24.
- 16 I/O pins were placed.
- The chip occupies 0.00492 mm^2.
- The die is 70.1 um wide.

** Critical path
- Looking at the critical path, the highest net fanout was 6.
- Data arrives at the worst endpoint at 2.30 ns.
- Setup crit start kind :: flop
- Ordered cell list for the critical path :: inv_2, ha_4, mux2_4, mux4_2, o22a_1, a211o_1, buf_2
- Path type of the worst setup path :: flop to output port
- CP max-delay cell :: sky130_fd_sc_hd__mux4_2
- The OpenROAD report gives the critical path a required time of 2.32 ns.
- Counting both buffers and inverters, the worst setup path holds a total of 2.
- Cell family with most CP delay :: multiplexers
- For this run, the slowest stage of the critical path takes 0.46 ns.
- The worst setup path is captured at an output port.

** Global routing
- The global route stage reports its total congestion overflow as 0.
- Global routing used 16.6% of the available tracks across all layers.
- Wire length of the first global-routing pass :: 6400 um
- The number of global-route vias before repair was 1,347.
- Largest net degree at the start of global routing :: 16
- The initial antenna violation count came to 0.

** Placement
- Number of input and output port buffers inserted :: 15
- HPWL reported at the end of detailed placement :: 2690 um
- Area after DPL :: 0.00204 mm^2
- Final Wtd Congestion :: 0.882
- Setup slack on the worst path after placement came out at -0.116 ns.

** Clock network
- TritonCTS built the clock tree.
- The CTS log lists the clock sinks for this run as 32.
- The tree is rooted in a sky130_fd_sc_hd__clkbuf_8.
- Looking at the clock tree report, the H-tree level count equals 2.
- After clock tree synthesis, the flow added hold-fix buffers numbering 0.
- Number of buffers on the longest clock path :: 2
- For reference, the clock transition at the flip-flops on the worst setup and hold paths is 0.07 ns.
- The CTS report gives the tree buffer count as 5.
- Skew-Pair Late Insertion Delay :: 0.28 ns

** Timing
- Final period demand of the worst path :: 2.88 ns
- The worst pin sits at a relative slew slack of 74.7%.
- RSZ-0062 raised after global routing :: yes
- Maximum clock frequency :: 0.347 GHz
- Final worst setup slack :: 0.0206 ns
- Crit share post-route :: 99.3%
- Layout Skew :: 0.00632 ns
- Max-slew check failures listed in the final report amount to 0.
- Final Hold Violation Tally :: 0
- For the pin with the worst max-slew slack, the measured transition is 0.377 ns.
- Setup violations remaining at the end of the flow were counted as 0.

** Pwr
- Total power normalized to cell area comes to 512 mW/mm^2.
- Across the VDD grid, the largest voltage drop is 0.000320 V.
- The script extracted a total leakage power of 0.767 nW.

** Worst hold path
- The tightest min-delay check is of the flop to flop type.

** Job
- Number of max-capacitance violations reported :: 0
- Log Warnings :: 29
-- metrics by stage --
stage          setup TNS [ns]  power (mW)  std cells  hold WS [ns]
2_1_floorplan               0       0.653        187         0.475
3_3_place_gp          -0.0684       0.706        245         0.496
3_5_place_dp           -0.116       0.711        245         0.502
4_1_cts                     0        1.13        254         0.517
5_1_grt               -0.0496        1.17        255         0.573
6_report                    0        1.11        255         0.521
-- cell usage after synthesis (6+ instances only) --
master and instances:
sky130_fd_sc_hd__ha_1 6, sky130_fd_sc_hd__edfxtp_1 13, sky130_fd_sc_hd__inv_1 12, sky130_fd_sc_hd__nand4_1 6
sky130_fd_sc_hd__nor3_1 16, sky130_fd_sc_hd__nand2_1 8, sky130_fd_sc_hd__dfxtp_1 19, sky130_fd_sc_hd__xnor2_1 16
sky130_fd_sc_hd__nor2_1 14, sky130_fd_sc_hd__nand3_1 7, sky130_fd_sc_hd__clkbuf_1 11
-- registers in the layout, indices dropped and copies added (netlist names) --
register                 count
Frame_Gen_mod.flag           1
Delay_TX_mod.bit_num         4
Frame_Gen_mod.data_edit      9
Delay_TX_mod.cntr           13
Frame_Gen_mod.i              4
Frame_Gen_mod.en_flag        1
-- kinds of logic after synthesis --
logic type	after synthesis
simple gates	73
fa+ha+maj	6
flops	32
buf+inv	27
mux	7
compound gates	23
xor+xnor	19
-- per-layer routing --
layer / track usage [%] / wire length [um] / vias to the layer above
li1: - / - / 707
met1: 27.4 / 1790 / 664
met2: 24.3 / 1620 / 37
met3: 3.36 / 204 / 5
met4: 2.00 / 35 / 0
met5: 0 / 0 / -
-- final cells by class --
| type | instances | area [um^2] | share of cell area, % |
|---|---|---|---|
| Inverter | 12 | 45.0 | 2.07 |
| Clock inverter | 2 | 35.0 | 1.61 |
| Clock buffer | 6 | 72.6 | 3.34 |
| Tap cell | 52 | 65.1 | 2.99 |
| Multi-Input combinational cell | 128 | 980 | 45.0 |
| Timing Repair Buffer | 23 | 205 | 9.43 |
| Sequential cell | 32 | 773 | 35.5 |
-- path summary, 6_finish.rpt --
kind | endpoint | slack [ns] | depth (start not counted) | startpoint
hold / removal | Frame_Gen_mod.flag$_SDFFE_PP1P_ | 0.52 | 1 | Frame_Gen_mod.en_flag$_SDFF_PP0_
setup reg to reg | Delay_TX_mod.bit_num[3]$_SDFFCE_PP0P_ | 0.91 | 7 | Frame_Gen_mod.i[1]$_SDFFE_PP1P_
setup / recovery | TX | 0.02 | 7 | Frame_Gen_mod.i[1]$_SDFFE_PP1P_
hold reg to reg | Frame_Gen_mod.flag$_SDFFE_PP1P_ | 0.52 | 1 | Frame_Gen_mod.en_flag$_SDFF_PP0_
-- repair_timing --
action,in CTS,in global routing
resized,9,0
setup buffers,1,1
pin swaps,2,2
hold endpoints to repair,0,0
gates cloned,0,0
setup endpoints to repair,1,1
-- worst register-to-register path: stages (launching register included) --
cell                      delay, ns
sky130_fd_sc_hd__dfxtp_2       0.33
sky130_fd_sc_hd__buf_4         0.10
sky130_fd_sc_hd__buf_4         0.12
sky130_fd_sc_hd__ha_1          0.28
sky130_fd_sc_hd__mux2i_1       0.11
sky130_fd_sc_hd__nor3_1        0.29
sky130_fd_sc_hd__a31oi_1       0.13
sky130_fd_sc_hd__nor2_1        0.30
-- power breakdown --
part | internal (mW) | leakage (nW) | switching [mW]
clock network | 0.255 | 0.0552 | 0.153
logic | 0.105 | 0.439 | 0.0926
registers | 0.490 | 0.273 | 0.0197
No activity file was given, so power comes from the tool's default toggle rates.
